==> design.v <==
`timescale 1ns / 1ps
module uart_rx ( clk, rx_data, data_out, ready, error, recog );
    input clk;
    input rx_data;
    output reg [7:0] data_out;
    output reg ready = 0;
    output reg error = 0;
    output [1:0] recog;
    localparam INIT = 2'b00, INIT_HIGH = 2'b10, START_TX = 2'b11;
    reg [1:0] init_state = INIT;
    assign recog = init_state;
    localparam NULL = 3'b000, RDY = 3'b001, START = 3'b010, RECEIVE=3'b011, WAIT=3'b100, CHECK=3'b101;
    reg [2:0] state = NULL;
    localparam [5:0] baud_timer = 6'b110100;
    reg [5:0] timer = 6'b0;
    reg [3:0] bit_index = 4'b0;
    reg [8:0] rx_buffer;
    always @ (posedge clk)
    begin
    case (init_state)
    INIT:
        if (rx_data == 1'b1)
        begin
            init_state <= INIT_HIGH;
        end
    INIT_HIGH:
        if (rx_data == 1'b0)
        begin
            init_state <= START_TX;
            state <= RDY;
        end
    endcase
    case (state)
    RDY:
        if (rx_data == 1'b0)
        begin
            state <= START;
            bit_index <= 4'b0;
        end
    START:
        if (timer == baud_timer/2)
        begin
            state <= WAIT;
            timer <= 6'b0;
            error <= 1'b0;
            ready <= 1'b0;
        end
        else
            timer <= timer + 1'b1;
    WAIT:
        if (timer == baud_timer)
        begin
            timer <= 6'b0;
            if (ready)
                state <= RDY;
            else
                state <= RECEIVE;
        end
        else
            timer <= timer + 1'b1;
    RECEIVE:
        begin
            rx_buffer[bit_index] <= rx_data;
            bit_index <= bit_index + 1'b1;
            if (bit_index == 4'b1000)
                state <= CHECK;
            else
                state <= WAIT;
        end
    CHECK:
        begin
            ready <= 1'b1;
            state <= WAIT;
            data_out <= rx_buffer[7:0];
        end
    endcase
    end
endmodule
module ld19_rx_top( uart_rx, sysclk, led, led0_r, led0_g, led0_b );
    input uart_rx;
    input sysclk;
    output [1:0] led;
    output led0_r;
    output led0_g;
    output led0_b;
    wire [7:0] data_out_buffer;
    wire ready;
    wire error;
    wire [1:0] init_complete;
    uart_rx uart_mod (
        .clk(sysclk),
        .rx_data(uart_rx),
        .data_out(data_out_buffer),
        .ready(ready),
        .error(error),
        .recog(init_complete)
    );
    localparam [31:0] packet_size = 300;
    localparam [31:0] one_second_packets = 5;  
    localparam [7:0] header = 8'b01010100;
    reg [31:0] packet_byte = 32'b0;
    reg [31:0] packets = 32'b0;
    reg [31:0] sum_errors = 32'b0;
    reg [1:0] led_state = 2'b0;
    reg reset = 1'b0;
    reg one_second_indicator = 1'b0;
    always @ (posedge ready)
    begin
    if (packets == one_second_packets)
    begin
        if (sum_errors > 4)
            led_state <= 2'b11;
        else 
        begin
            if (sum_errors > 2)
                led_state <= 2'b10;
            else 
            begin 
                if (sum_errors > 0)
                    led_state <= 2'b01;
                else
                    led_state <= 2'b00;
            end
        end
        reset <= 1'b1;
    end
    else
    begin
        if (packet_byte == packet_size)
        begin
            packets <= packets + 1'b1;
            packet_byte <= 32'b0;
        end
        else
        begin
            if (packet_byte == 32'b0)
            begin
                packet_byte <= packet_byte + 1;
                if ((data_out_buffer ^ header) != 8'b0)
                    sum_errors <= sum_errors + 1;
            end
            else
                packet_byte <= packet_byte + 1;
        end
    end 
    if (reset == 1'b1)
    begin
        sum_errors <= 32'b0;
        packets <= 32'b0;
        packet_byte <= 32'b0;
        reset <= 1'b0;
        led_state <= 2'b00;
        one_second_indicator <= ~one_second_indicator;
    end
    end 
    assign led0_r = one_second_indicator;
    assign led0_g = 1'b1;
    assign led0_b = 1'b1;
    assign led[1] = led_state[1];
    assign led[0] = led_state[0];
endmodule
==> run.sh <==
#!/bin/bash
# OpenROAD 26Q1-2900-gdf79404cd8, Yosys 0.63+post, stock flow scripts
make -C /OpenROAD-flow-scripts/flow DESIGN_CONFIG=/design/flow/config.mk WORK_HOME=/design/flow/orfs finish
==> config.mk <==
export PLATFORM = sky130hd
export DESIGN_NAME = ld19_rx_top
export DESIGN_NICKNAME = ld19_rx_top
export VERILOG_FILES = /design/flow/design.v
export SDC_FILE = /design/flow/constraint.sdc
export NUM_CORES = 4
export LEC_CHECK = 1
export CORE_UTILIZATION = 50
==> constraint.sdc <==
current_design ld19_rx_top

set clk_period 2.8
set clk_io_pct 0.2

create_clock -name clk0 -period $clk_period [get_ports {sysclk}]

set non_clock_inputs [all_inputs -no_clocks]
set_input_delay [expr $clk_period * $clk_io_pct] -clock clk0 $non_clock_inputs
set_output_delay [expr $clk_period * $clk_io_pct] -clock clk0 [all_outputs]
==> run summary <==
Notes on the physical design

The area fraction of the largest cell type after synthesis is 0.314. By area the synthesized netlist is led by sky130_fd_sc_hd__dfxtp_1 31%, sky130_fd_sc_hd__edfxtp_1 14%, sky130_fd_sc_hd__nor2_1 6.9%. Endpoints failing hold in the final report were tallied at 0.

The post-detailed-placement half-perimeter wirelength is 8600 um. The part of the total power dissipated in combinational logic is 0.210. The final timing report derives a shortest allowable period of 2.35 ns. The async set-reset flop share out of synthesis is 0. The worst clock skew on the final layout is 0.00329 ns. Setup slack on the worst reg-to-reg path comes out at 0.45 ns.

The wire length reported by the detailed router is 12600 um. The share of total power dissipated in the clock network is 0.279. The cell count after synthesis came out at 751.

The power density over the cells is 261 nW/um^2. The final route contains 5101 vias. The endpoint class of the critical path is a register. The worst reg2reg path endpoint is uart_mod.rx_buffer[1]$_DFFE_PP_.

The area of the core is 12600 um^2. For this run, the register share of the synthesized area comes to 0.453. For this run, the detailed router reports a per-instance via density of 5.58. STA lists the startpoint of the worst register-to-register path as uart_mod.bit_index[0]$_SDFFCE_PN0P_. Before any placement, the netlist area is recorded as 6500 um^2. The number of failing setup endpoints in the final timing report is 0.

Entering global routing, the biggest net connects 60 pins. Setup repair after global routing left no endpoint under its margin. At the worst endpoint, the required time is 2.82 ns. 104 endpoints have no timing constraint. The script computed the net switching share of total power as 0.293. The report puts the cell count of the worst reg-to-reg path at 5. The number of register pins that no clock reaches is 100.

The DRC violations left is 0. The net switching power is 0.000523 W. As logged by OpenROAD, the buffers inserted on ports number 4.

The post-CTS repair timing setup buffer count is 0. Internal power comes to 0.00126 W. The number of max-cap violations is 0. The kind of launch point of the worst setup path is a register.

The number of warnings in the stage logs is 33. The global routing usage on met2 is 0.322. The root cell of the clock tree is sky130_fd_sc_hd__clkbuf_16. The count of pins on the block boundary is 7. Per the synthesis report, the number of distinct cell types is 44. No sink is reached through more buffers than the 2 on the longest clock path. The longest individual stage delay on the worst path is 0.71 ns.

Per STA, the startpoint of the critical path is uart_mod.bit_index[0]$_SDFFCE_PN0P_. For this design, Yosys synthesis ends with a cell count of 751. The post-placement cell count is 906. Clock-pin slew was measured on the worst setup and hold paths at 0.05 ns. The quantity of gates resized following cts is 0. The part of the cycle the worst path needs is 0.841.

The top cell type by total area after synthesis is sky130_fd_sc_hd__dfxtp_1. TritonCTS built the clock tree. The aggregate negative setup slack is 0 ns.

The end of the critical path is uart_mod.rx_buffer[1]$_DFFE_PP_. The cell with the largest stage delay on the worst path is sky130_fd_sc_hd__o32ai_1. The worst-case vdd ir drop is 0.000560 V. The worst min-delay path class is reg -> reg. The layout summary lists the proportion of cells stronger than drive strength 1 as 0.0337. The average size of a mapped cell is 8.65 um^2.

The count of cells in the finished layout, fillers not included, comes to 914. On met1, the global router reports a usage of 0.342. The floorplan die height is 116 um. The first global-routing pass estimated 21800 um of wire. For this run, the chip area from Yosys synthesis comes to 6500 um^2. The post-synthesis to final-layout area growth is 5.26%. The highest clock rate this design can be run at is 425 MHz. The critical path in this run is classified as reg -> reg. For this run, the total global-route usage over all layers was measured as 0.205.

For reference, the critical path cell chain is inv_1, ha_1, o32ai_1, a21boi_0, a41o_1. The launch point of the worst min-delay path is recorded as uart_mod.rx_buffer[7]$_DFFE_PP_. The flop and latch count out of synthesis is 132. The number of antenna diodes in the final layout is 0. The pre-placement core utilization is 0.515. The total power consumption of the routed design is 0.00178 W. The run finished with clean final reports. The number of detailed-route iterations in the first pass is 5.

TritonRoute output was used to compute an average wire per cell of 13.7 um. The tally of yosys warning messages is 2. Counting flops with a built-in enable in the synthesized netlist gives 30. The area of the die is 13500 um^2. The via count of the first global-routing pass is 4679. The hold-fix buffer count after cts is 0. For the pin with the worst max-slew slack, the measured transition is 0.864 ns. The die width is 116 um. The share of total power dissipated in sequential elements is 0.511. The routability congestion estimate from global placement is 0.912. The insertion delay of the later-clocked pin in the worst-skew pair is 0.27 ns.

The count of nets left with antenna violations once routing finished came out at 0. After the first detailed-routing iteration, the DRC count stood at 296. Buffers inserted during clock tree synthesis total 5.

Data on the critical path arrives at its endpoint at 2.38 ns. The static leakage is 2.44 nW. The number of antenna violations at the first check in global routing is 0. The global route stage reports its total congestion overflow as 0. The maximum fanout encountered on the critical timing path is 11. The most utilized layer in the global route result is met1.

The worst max-slew margin expressed relative to the limit is 0.424. The most instantiated flip-flop cell in the synthesis netlist is sky130_fd_sc_hd__dfxtp_1. The H-tree depth reported by CTS is 2. The met3 demand-to-capacity share in global routing is 0.00959. Per the final report, max-transition violations number 0. The number of placement rows is 41.
[power groups by stage]
stage	clock [W]	sequential, W	combinational [W]
after CTS	0.000511	0.000909	0.000378
after global routing	0.000533	0.000928	0.000426
final	0.000498	0.000911	0.000375
[synthesized netlist by cell type (all sizes together), types with 20 or more instances]
| master | number |
|---|---|
| nand2 | 46 |
| nand4 | 41 |
| edfxtp | 30 |
| clkbuf | 24 |
| nor2 | 120 |
| o21ai | 22 |
| nor4 | 33 |
| xnor2 | 36 |
| a21oi | 32 |
| or3 | 20 |
| inv | 27 |
| xor2 | 38 |
| dfxtp | 102 |
| nor3 | 24 |
| nand3 | 47 |
[final cells by class]
| cell class | instances | area, um^2 |
|---|---|---|
| Timing Repair Buffer | 12 | 100 |
| Clock buffer | 5 | 125 |
| Sequential cell | 132 | 2940 |
| Tap cell | 172 | 215 |
| Multi-Input combinational cell | 563 | 3340 |
| Clock inverter | 3 | 13.8 |
| Inverter | 27 | 101 |
| Fill cell | 1135 | 5780 |
[logic make-up after synthesis]
family	Yosys count	synth area share
buf+inv	58	0.0358
xor+xnor	74	0.0998
compound gates	79	0.0726
flops	132	0.453
other cells	1	0.000577
fa+ha+maj	13	0.0250
simple gates	389	0.305
mux	5	0.00847
[cell usage in the layout (no fill, tap or decap), types with 4 or more instances in the layout]
master	netlist	routed
sky130_fd_sc_hd__a21oi_1	32	32
sky130_fd_sc_hd__a22o_1	4	4
sky130_fd_sc_hd__and2_1	4	4
sky130_fd_sc_hd__and3_1	18	18
sky130_fd_sc_hd__and4_1	6	6
sky130_fd_sc_hd__buf_4	2	8
sky130_fd_sc_hd__clkbuf_16	0	5
sky130_fd_sc_hd__clkdlybuf4s50_1	0	4
sky130_fd_sc_hd__dfxtp_1	102	101
sky130_fd_sc_hd__edfxtp_1	30	30
sky130_fd_sc_hd__ha_1	13	13
sky130_fd_sc_hd__inv_1	27	27
sky130_fd_sc_hd__mux2_2	4	4
sky130_fd_sc_hd__nand2_1	46	46
sky130_fd_sc_hd__nand2b_1	6	6
sky130_fd_sc_hd__nand3_1	47	47
sky130_fd_sc_hd__nand4_1	41	41
sky130_fd_sc_hd__nor2_1	120	120
sky130_fd_sc_hd__nor2b_1	7	7
sky130_fd_sc_hd__nor3_1	24	24
sky130_fd_sc_hd__nor4_1	33	32
sky130_fd_sc_hd__nor4b_1	6	6
sky130_fd_sc_hd__o21ai_0	22	22
sky130_fd_sc_hd__o31ai_1	4	4
sky130_fd_sc_hd__or3_1	20	20
sky130_fd_sc_hd__or4_1	5	5
sky130_fd_sc_hd__xnor2_1	36	36
sky130_fd_sc_hd__xor2_1	38	38
[flip-flops by register name (all words and copies together) (netlist names), 2 cells and up]
register	flops
uart_mod.data_out	8
sum_errors	32
uart_mod.bit_index	4
uart_mod.rx_buffer	8
packets	32
uart_mod.init_state	2
led_state	2
uart_mod.state	3
uart_mod.timer	6
packet_byte	32
[layer usage]
| layer | wire length, um | vias up |
|---|---|---|
| li1 | - | 2652 |
| met1 | 6500 | 2376 |
| met2 | 5660 | 65 |
| met3 | 326 | 8 |
| met4 | 74 | 0 |
| met5 | 0 | - |
[worst max-delay path, delay by kind of cell, from the launching register on]
kind,cells,cell delay [ns]
buf+inv,1,0.12
compound gates,3,1.18
fa+ha+maj,1,0.27
flops,1,0.54
[how the worst min path moves through the flow]
stage | endpoint | slack, ns | cells past startpoint
CTS | uart_mod.data_out[7]$_DFFE_PP_ | 0.46 | 0
global route | uart_mod.data_out[7]$_DFFE_PP_ | 0.46 | 0
finish | uart_mod.data_out[7]$_DFFE_PP_ | 0.45 | 0
[through the flow]
| stage | utilization | setup WS, ns | area [um^2] | hold WS [ns] |
|---|---|---|---|---|
| after floorplan | - | 0.660 | 6500 | 0.419 |
| after global placement | 0.531 | 0.581 | 6700 | 0.441 |
| after detailed placement | 0.531 | 0.532 | 6700 | 0.442 |
| after CTS | 0.542 | 0.520 | 6840 | 0.456 |
| after global routing | 0.542 | 0.315 | 6840 | 0.464 |
| final | 0.542 | 0.445 | 6840 | 0.455 |
No activity file was given, so power comes from the tool's default toggle rates.
